==> design/flow/constraint.sdc <==
current_design Memory

set clk_period 3.1
set clk_io_pct 0.2

create_clock -name clk0 -period $clk_period [get_ports {clock}]

set non_clock_inputs [all_inputs -no_clocks]
set_input_delay [expr $clk_period * $clk_io_pct] -clock clk0 $non_clock_inputs
set_output_delay [expr $clk_period * $clk_io_pct] -clock clk0 [all_outputs]
==> design/flow/design.v <==
`default_nettype none
typedef struct packed {
  logic clock_halt;
  logic pc_write, pc_read, pc_inc;
  logic a_write, a_read;
  logic b_write, b_read;
  logic mem_write_addr, mem_write, mem_read;
  logic alu_read, alu_sub, alu_set_flags, alu_flag_carry, alu_flag_zero;
  logic instr_write, instr_read_arg, instr_end;
} Control;
`default_nettype none
module Memory(
  inout tri [7:0] bus,
  input logic clock, reset,
  input logic write, write_addr, read  
);
  logic [3:0] addr;
  logic [7:0] mem [0:15];
  always_ff @(posedge clock, posedge reset) begin
    if (reset) begin
      addr = '0;
    end
    else
      if (write_addr)
        addr <= bus[3:0];
      else if (write)
        mem[addr] <= bus;
  end
  always_comb
    if (read)
      bus = mem[addr];
    else
      bus = 'z;
endmodule
==> design/flow/config.mk <==
export PLATFORM = sky130hd
export DESIGN_NAME = Memory
export DESIGN_NICKNAME = Memory
export VERILOG_FILES = /design/flow/design.v
export SDC_FILE = /design/flow/constraint.sdc
export NUM_CORES = 4
export LEC_CHECK = 1
export CORE_UTILIZATION = 40
==> design/flow/run.sh <==
#!/bin/bash
# OpenROAD 26Q1-2900-gdf79404cd8, Yosys 0.63+post, stock flow scripts
make -C /OpenROAD-flow-scripts/flow DESIGN_CONFIG=/design/flow/config.mk WORK_HOME=/design/flow/orfs finish
==> out/metrics.yaml <==
synth_top_cell_by_count: "edfxtp_1"
haltStage: "clock tree synthesis (4_1_cts)"
synth_area_per_cell_um2: 15.14
top_cell_area_share_pct: 71.29
cts_buffer_depth: 2
status: "did not finish"
placed_cells: 555
area_leaders: "edfxtp_1 (71%), dfrtp_1 (1.9%), nor2_1 (1.8%)"
synthCells: 356
ys_cells: 356
boundaryPins: 13
postSynth.asyncResetShare_pct: 3.030
port_buffers: 3
ys_seq_share_pct: 73.15
error_line: "[error] [KeplerFormal.cpp:679] Workflow failed: Iso has multiple drivers: .bus0, _265_.Y0"
die_h_um: 118.1
postCtsHoldBufs: 0
root_buffer: "clkbuf_16"
synth-edff-count: 128
cts_buffers: 17
chipWidth_um: 118.1
largest_area_cell: "edfxtp_1"
hpwl_um: 8448
numSynthFlops: 132
synth_top_flop_cell: "edfxtp_1"
yosys-top-cells-count: "edfxtp_1 (128), nor2_1 (26), nand3_1 (18)"
ctsResizeCount: 3
htree_num_levels: 4
gp_congestion: 0.9071
netlist_area_um2: 5391
synthDistinctLibCells: 49
yosys_warnings: 5
clock-sinks: 132
fp_util_pct: 40.87
rows: 42
post-cts-setup-buffer-count: 0
ys_area_um2: 5391
==> cells by family after synthesis <==
family	after synthesis	share of synthesized area [%]
AND-OR/OR-AND	76	10.51
buffers and inverters	26	2.182
flip-flops	132	73.15
multiplexers	19	4.177
AND/OR/NAND/NOR	103	9.980
==> through the flow <==
stage	setup slack, ps	hold WS (ps)	area [um2]
3_5_place_dp	264.9	635.2	5859
3_3_place_gp	318.4	627.7	5859
2_1_floorplan	506.7	386.1	5391
