==> design.v <==
`default_nettype none
typedef struct packed {
  logic clock_halt;
  logic pc_write, pc_read, pc_inc;
  logic a_write, a_read;
  logic b_write, b_read;
  logic mem_write_addr, mem_write, mem_read;
  logic alu_read, alu_sub, alu_set_flags, alu_flag_carry, alu_flag_zero;
  logic instr_write, instr_read_arg, instr_end;
} Control;
`default_nettype none
module ProgramCounter(
  inout tri [7:0] bus,
  input logic clock, reset,
  input logic write, read, inc
);
  logic [3:0] pc;
  always_ff @(posedge clock or posedge reset)
    if (reset)  
      pc <= '0;
    else if (write)  
      pc <= bus[3:0];
    else if (inc)  
      pc <= pc + 1;
  always_comb begin
    if (read)
      bus = {4'b0, pc};
    else
      bus = 'z;
  end
endmodule
==> run.sh <==
#!/bin/bash
# OpenROAD 26Q1-2900-gdf79404cd8, Yosys 0.63+post, stock flow scripts
make -C /OpenROAD-flow-scripts/flow DESIGN_CONFIG=/design/flow/config.mk WORK_HOME=/design/flow/orfs finish
==> config.mk <==
export PLATFORM = sky130hd
export DESIGN_NAME = ProgramCounter
export DESIGN_NICKNAME = ProgramCounter
export VERILOG_FILES = /design/flow/design.v
export SDC_FILE = /design/flow/constraint.sdc
export NUM_CORES = 4
export LEC_CHECK = 1
export CORE_AREA = 10 10 70 70
export DIE_AREA = 0 0 80 80
==> constraint.sdc <==
current_design ProgramCounter

set clk_period 1.1
set clk_io_pct 0.2

create_clock -name clk0 -period $clk_period [get_ports {clock}]

set non_clock_inputs [all_inputs -no_clocks]
set_input_delay [expr $clk_period * $clk_io_pct] -clock clk0 $non_clock_inputs
set_output_delay [expr $clk_period * $clk_io_pct] -clock clk0 [all_outputs]
==> impl_metrics.xml <==
<?xml version="1.0" encoding="UTF-8"?>
<metrics>
  <group name="outcome">
    <metric name="status" unit="">aborted with a tool error</metric>
    <metric name="haltStage" unit="">clock tree synthesis (4_1_cts)</metric>
    <metric name="toolErrorMsg" unit="">[error] [KeplerFormal.cpp:679] Workflow failed: Iso has multiple drivers: .bus1, bus[1]$_DFFE_PP0P_.Q0</metric>
  </group>
  <group name="yosys">
    <metric name="synth-adder-area-share" unit="">0.0592</metric>
    <metric name="netlist_area" unit="um^2">211</metric>
    <metric name="sequential_to_total_area_share_from_yosys_stat" unit="">0.473</metric>
    <metric name="mux_share" unit="">0.0533</metric>
    <metric name="simple_gate_area_frac" unit="">0.112</metric>
    <metric name="xor_share" unit="">0.124</metric>
    <metric name="mean_syn_cell_area" unit="um^2">11.7</metric>
    <metric name="count_of_instantiated_cells_in_the_yosys_netlist" unit="">18</metric>
    <metric name="yosysWarningCount" unit="">4</metric>
    <metric name="synth_cell_types" unit="">11</metric>
    <metric name="synth_chip_area" unit="um^2">211</metric>
    <metric name="synthCells" unit="">18</metric>
    <metric name="synth.area.top_cells" unit="">sky130_fd_sc_hd__dfrtp_1 47%, sky130_fd_sc_hd__buf_4 14%, sky130_fd_sc_hd__xnor2_1 8.3%</metric>
    <metric name="aoi_share" unit="">0</metric>
    <metric name="synth.comb.largest_family" unit="">buffers and inverters</metric>
    <metric name="ys_ff" unit="">4</metric>
    <metric name="synth_area_leader_cell" unit="">sky130_fd_sc_hd__dfrtp_1</metric>
    <metric name="synth.top_cell.area_share" unit="">0.473</metric>
  </group>
  <group name="clock_network">
    <metric name="cts_resized" unit="">0</metric>
    <metric name="cts_inserted_buffers" unit="">3</metric>
    <metric name="cts_max_level" unit="">1</metric>
    <metric name="root_buffer" unit="">sky130_fd_sc_hd__clkbuf_4</metric>
    <metric name="post_cts.repair.setup_buffers" unit="">0</metric>
    <metric name="cts_num_sinks" unit="">4</metric>
    <metric name="cts_hold_repair.buffers" unit="">0</metric>
    <metric name="cts_max_path_buffers" unit="">2</metric>
  </group>
  <group name="floorplan">
    <metric name="fp.dieH" unit="um">80</metric>
    <metric name="pin_count" unit="">13</metric>
    <metric name="floorplan.rows" unit="">21</metric>
    <metric name="die.size.x" unit="um">80</metric>
    <metric name="fp_core_util" unit="">0.0619</metric>
  </group>
  <group name="placement">
    <metric name="dpl_worst_slack" unit="ns">-0.215</metric>
    <metric name="buffer_ports.inserted" unit="">3</metric>
    <metric name="place_congestion" unit="">0.653</metric>
  </group>
</metrics>
synthesized netlist by cell type:
| cell type | count |
|---|---|
| sky130_fd_sc_hd__nor2b_4 | 1 |
| sky130_fd_sc_hd__ha_1 | 1 |
| sky130_fd_sc_hd__nand2_1 | 1 |
| sky130_fd_sc_hd__mux2_2 | 1 |
| sky130_fd_sc_hd__xor2_1 | 1 |
| sky130_fd_sc_hd__conb_1 | 1 |
| sky130_fd_sc_hd__inv_1 | 1 |
| sky130_fd_sc_hd__nand4_1 | 1 |
| sky130_fd_sc_hd__xnor2_1 | 2 |
| sky130_fd_sc_hd__buf_4 | 4 |
| sky130_fd_sc_hd__dfrtp_1 | 4 |
kinds of logic after synthesis:
kind of cell             count (synthesis)
other                                    1
flip-flops                               4
XOR/XNOR                                 3
buffers and inverters                    5
AND/OR/NAND/NOR                          3
adder cells (fa/ha/maj)                  1
multiplexers                             1
per-stage QoR:
stage          total power [mW]  cell area [um^2]  std cells
3_5_place_dp              0.389               295         68
2_1_floorplan             0.199               223         21
3_3_place_gp              0.455               295         68
No activity file was given, so power comes from the tool's default toggle rates.
