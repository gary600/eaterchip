<file path="run.sh">
#!/bin/bash
# OpenROAD 26Q1-2900-gdf79404cd8, Yosys 0.63+post, stock flow scripts
make -C /OpenROAD-flow-scripts/flow DESIGN_CONFIG=/design/flow/config.mk WORK_HOME=/design/flow/orfs finish
</file>
<file path="config.mk">
export PLATFORM = sky130hd
export DESIGN_NAME = Alu
export DESIGN_NICKNAME = Alu
export VERILOG_FILES = /design/flow/design.v
export SDC_FILE = /design/flow/constraint.sdc
export NUM_CORES = 4
export LEC_CHECK = 1
export CORE_AREA = 10 10 70 70
export DIE_AREA = 0 0 80 80
</file>
<file path="constraint.sdc">
current_design Alu

set clk_period 2.8
set clk_io_pct 0.2

create_clock -name clk0 -period $clk_period [get_ports {clock}]

set non_clock_inputs [all_inputs -no_clocks]
set_input_delay [expr $clk_period * $clk_io_pct] -clock clk0 $non_clock_inputs
set_output_delay [expr $clk_period * $clk_io_pct] -clock clk0 [all_outputs]
</file>
<file path="design.v">
`default_nettype none
typedef struct packed {
  logic clock_halt;
  logic pc_write, pc_read, pc_inc;
  logic a_write, a_read;
  logic b_write, b_read;
  logic mem_write_addr, mem_write, mem_read;
  logic alu_read, alu_sub, alu_set_flags, alu_flag_carry, alu_flag_zero;
  logic instr_write, instr_read_arg, instr_end;
} Control;
`default_nettype none
module Alu(
  inout tri [7:0] bus,
  output logic flag_carry, flag_zero,  
  input logic [7:0] a, b,  
  input logic clock, reset,
  input logic read, sub, set_flags  
);
  logic carry, zero;
  always_comb begin
    if (read) begin
      if (sub)
        {carry, bus} = a - b;
      else
        {carry, bus} = a + b;
    end
    else begin
      {carry, 8'b0} = a + b;
      bus = 'z;
    end
  end
  assign zero = (bus == '0);
  always_ff @(posedge clock, posedge reset)
    if (reset) begin
      flag_carry <= 0;
      flag_zero <= 0;
    end
    else begin
      flag_carry <= carry;
      flag_zero <= zero;
    end
endmodule
</file>
==> results.txt <==
run results: result of the run aborted with a tool error, last flow stage reached clock tree synthesis, tool error message [error] [KeplerFormal.cpp:679] Workflow failed: Iso has multiple drivers: .bus5, _154_.Y0, I/O pin total 31, fraction of synthesized cell area taken by the top area cell type 0.263, H-Tree Depth 1, CTS Buffer Depth 2, cell resize tally after clock tree synthesis 28, cell type with the highest aggregate area in the netlist sky130_fd_sc_hd__ha_1, sequential share of the synthesized area 0.0618, HPWL after detailed placement 1890 µm, routability-driven placement congestion ratio 0.799, Die Ht 80 µm, most frequent cell after synthesis sky130_fd_sc_hd__ha_1, number of port buffers 21, Commonest cells post-synth sky130_fd_sc_hd__ha_1, sky130_fd_sc_hd__inv_1, sky130_fd_sc_hd__a21oi_1, sky130_fd_sc_hd__xnor2_1, share of flip-flops with an asynchronous set or reset 1.00, top cells by area, synth sky130_fd_sc_hd__ha_1, sky130_fd_sc_hd__inv_1, sky130_fd_sc_hd__dfrtp_1, post-synth cell types 42, post-synthesis cell area 810 µm², Row Count 21, CTS Buf Count 3, number of cells in the yosys synthesis report 99, Post-Synthesis Cells 99, initial core utilization 0.237, flip-flop and latch count after synthesis 2, Post-CTS Setup Inserts 4, clock root buffer master sky130_fd_sc_hd__clkbuf_4, synthesized area per cell 8.18 µm², yosys warning tally 3, yosys synthesis chip area 810 µm², number of enable-type register cells in the synthesized netlist 0, number of clock sinks seen by CTS 2, cts hold-fix bufs 0, Die X 80 µm, most used flip-flop cell after synthesis sky130_fd_sc_hd__dfrtp_1
==> per-stage QoR <==
step / instance area [µm²] / power (µW) / setup TNS [ps] / setup slack (ps) / std cells
detailed placement: 1230 / 260 / -1300 / -305 / 186
floorplan: 810 / 149 / 0 / 310 / 99
global placement: 1230 / 258 / -1280 / -289 / 186
==> kinds of logic after synthesis <==
| kind of cell | after synthesis | share of synthesized area |
|---|---|---|
| AND-OR/OR-AND | 27 | 0.243 |
| XOR/XNOR | 6 | 0.0649 |
| adder cells (fa/ha/maj) | 19 | 0.312 |
| buffers and inverters | 17 | 0.0896 |
| flip-flops | 2 | 0.0618 |
| multiplexers | 2 | 0.0263 |
| AND/OR/NAND/NOR | 26 | 0.202 |
No activity file was given, so power comes from the tool's default toggle rates.
